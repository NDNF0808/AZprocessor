File: flow/constraint.sdc
current_design slave_mux

set clk_period 6.2
set clk_io_pct 0.2

create_clock -name clk0 -period $clk_period

set non_clock_inputs [all_inputs -no_clocks]
set_input_delay [expr $clk_period * $clk_io_pct] -clock clk0 $non_clock_inputs
set_output_delay [expr $clk_period * $clk_io_pct] -clock clk0 [all_outputs]
File: flow/config.mk
export PLATFORM = sky130hd
export DESIGN_NAME = slave_mux
export DESIGN_NICKNAME = slave_mux
export VERILOG_FILES = /design/flow/design.v
export SDC_FILE = /design/flow/constraint.sdc
export NUM_CORES = 4
export LEC_CHECK = 1
export CORE_AREA = 10 10 125 125
export DIE_AREA = 0 0 135 135
File: flow/design.v
`timescale 1ns/1ps
module slave_mux(input s0_cs, s1_cs, s2_cs, s3_cs, s4_cs, s5_cs, s6_cs, s7_cs, s0_ready, s1_ready,  s2_ready, s3_ready, s4_ready, s5_ready, s6_ready, s7_ready, 
                 input [31:0]  s0_rd_data, s1_rd_data, s2_rd_data, s3_rd_data, s4_rd_data, s5_rd_data, s6_rd_data,s7_rd_data,
                 output reg [31:0] s_rd_data,
                 output    reg           s_ready);
    always @ (*)
      begin
          if(s0_cs == 1'b1)
            begin
                s_rd_data = s0_rd_data;
                s_ready = s0_ready;
            end
          else if(s1_cs == 1'b1)
            begin
                s_rd_data = s1_rd_data;
                s_ready = s1_ready;
            end
          else if(s2_cs == 1'b1)
            begin
                s_rd_data = s2_rd_data;
                s_ready = s2_ready;
            end
          else if(s3_cs == 1'b1)
            begin
                s_rd_data = s3_rd_data;
                s_ready = s3_ready;
            end
          else if(s4_cs == 1'b1)
            begin
                s_rd_data = s4_rd_data;
                s_ready = s4_ready;
            end
          else if(s5_cs == 1'b1)
            begin
                s_rd_data = s5_rd_data;
                s_ready = s5_ready;
            end
          else if(s6_cs == 1'b1)
            begin
                s_rd_data = s6_rd_data;
                s_ready = s6_ready;
            end
          else if(s7_cs == 1'b1)
            begin
                s_rd_data = s7_rd_data;
                s_ready = s7_ready;
            end
          else
            begin
                s_rd_data = 'd0;
                s_ready = 1'b0;
            end
      end  
endmodule  
File: flow/run.sh
#!/bin/bash
# OpenROAD 26Q1-2900-gdf79404cd8, Yosys 0.63+post, stock flow scripts
make -C /OpenROAD-flow-scripts/flow DESIGN_CONFIG=/design/flow/config.mk WORK_HOME=/design/flow/orfs finish
==> flow_metrics.rpt <==
=== SYNTHESIS / PLACE & ROUTE SUMMARY ===
----------------------------------------------------
[Detailed routing]
  DRT iter0 DRCs ........................ 175
  Wire length on met1 ........................ 7170 um
  Sum of met3 wire segment lengths after detailed routing ........................ 1750 um
  DRT Wirelength ........................ 18400 um
  Ratio of routed vias to standard cells ........................ 5.26
  Top Layer Used ........................ met5
  Amount of wire on met2 after detailed routing ........................ 9150 um
  Number of antenna-violating nets in the routed design ........................ 0
  Per-cell routed wire length ........................ 25.0 um
  Number of antenna cells inserted ........................ 0
  Vias post-DR ........................ 3854
  DRC errors left ........................ 0
  Iteration count of the initial detailed-routing pass ........................ 4

[Global routing]
  First-pass GRT wire length ........................ 26000 um
  Vias in the first global route ........................ 3980
  Remaining global-route overflow ........................ 0
  Largest net degree at the start of global routing ........................ 68
  Overall Global Routing Usage ........................ 18.5%
  Number of antenna violations at the first check in global routing ........................ 2

[Worst setup path]
  Type of the worst setup path ........................ input pin to primary output
  Data arrival time of the critical path ........................ 3.67 ns
  Largest incremental delay on the critical path ........................ 0.58 ns
  Dominant cell type by count on the critical path ........................ sky130_fd_sc_hd__clkdlybuf4s50_1
  Startpoint kind of the worst setup timing path ........................ input pin
  Critical Path Slowest Stage Cell ........................ sky130_fd_sc_hd__nor2b_4
  Cells traversed along the worst timing path ........................ clkdlybuf4s50_1, nor2b_4, buf_4, a221o_1, o21ai_1, a31oi_1, clkdlybuf4s50_1
  Critical Path Fanout Max ........................ 21
  Critical Path End Type ........................ primary output
  Required time of the worst setup path ........................ 4.96 ns

[Finish]
  Commonest non-fill, non-tap cells in the layout ........................ sky130_fd_sc_hd__clkdlybuf4s50_1 (301), sky130_fd_sc_hd__a221o_1 (63)
  Most common library cell in the layout ignoring fill and taps ........................ sky130_fd_sc_hd__clkdlybuf4s50_1
  Fill cell instance count of the final layout ........................ 1288
  Area taken by flip-flops and latches ........................ 0 um^2
  Layout cell share with drive strength beyond 1 ........................ 3.03%
  Clock buf count ........................ 0
  Final cell utilization of the core ........................ 40.2%
  Flop Count ........................ 0
  Area grow syn2layout ........................ 152%

[Power]
  Cell Pwr Density ........................ 70.3 mW/mm^2
  Leakage ........................ 1.70 nW
  Worst ir drop on vdd ........................ 0.0496 mV

[Run]
  Tool Warnings ........................ 32
  Reported max-cap violation count ........................ 0

[Floorplanning]
  Number of top-level pins ........................ 305
  Horizontal die size ........................ 135 um
  Core ar. ........................ 0.0128 mm^2
  Chip footprint ........................ 0.0182 mm^2
  Number of rows created at floorplan ........................ 41
  Fp util ........................ 15.9%
  Die y size ........................ 135 um

[Hold path]
  Hold-critical path depth ........................ 4
  Worst-case hold path end point ........................ s_rd_data[15]
  Min-delay src ........................ s1_rd_data[15]
  Tightest Hold Check Type ........................ input pin to primary output

[Timing]
  Final setup violation count ........................ 0
  Crit path time final ........................ 4.91 ns
  Unrepaired setup endpoints after global routing ........................ false
  Post-route fraction of the period consumed by the critical path ........................ 79.3%
  Max Clk Rate ........................ 0.203 GHz
  Slew at the pin closest to its max-slew limit ........................ 0.912 ns
  Crit path setup slack, layout ........................ 1.29 ns
  Slew Limit Fails ........................ 0
  Final number of hold-violating endpoints ........................ 0
  Relative slew margins ........................ 39.1%
  Sum of negative setup slack ........................ 0 ns

[Run status]
  Outcome ........................ completed

[Yosys]
  Post-synthesis average cell area ........................ 7.00 um^2
  Share of the yosys chip area belonging to registers ........................ 0%
  Post-Synthesis Cells ........................ 291
  Cell accounting for the most synthesized area ........................ sky130_fd_sc_hd__a221o_1
  Yosys-reported design area after synthesis ........................ 0.00204 mm^2
  Number of cells in Yosys stat ........................ 291
  Warning count from the yosys run ........................ 1
  Cell area after synthesis ........................ 0.00204 mm^2
  Main area contributors ........................ sky130_fd_sc_hd__a221o_1 (31%), sky130_fd_sc_hd__o2111ai_1 (14%), sky130_fd_sc_hd__a31oi_1 (10%), sky130_fd_sc_hd__nand2b_1 (10%), sky130_fd_sc_hd__o22ai_1 (9.8%)
  Top cell type's share of synthesized area ........................ 31.0%
  Number of distinct library cells after synthesis ........................ 19

[Placement]
  Worst setup slack after placement ........................ 1.25 ns
  Routability congestion estimate ........................ 0.945
  Number of I/O port buffers ........................ 305
  Half-perimeter wire length after detailed placement ........................ 14400 um

[CTS]
  Cell resize tally after clock tree synthesis ........................ 0
  Total setup buffers inserted after CTS ........................ 0
  Post-cts hold-fix buffer tally ........................ 0

----------------------------------------------------
where the power goes:
part	total (W)	switching (W)	leakage [nW]	internal, W
logic	0.000360	0.000122	1.70	0.000238
clock network	0	0	0	0
registers	0	0	0	0
how the worst max path moves through the flow:
stage                 slack (ns)       endpoint  cells after the start  startpoint
after CTS                   1.25  s_rd_data[31]                      6       s7_cs
after global routing        1.18   s_rd_data[6]                      7       s4_cs
final                       1.29   s_rd_data[5]                      7       s4_cs
cell usage after synthesis, types with 3 or more instances:
master                      count
sky130_fd_sc_hd__nand2_1        4
sky130_fd_sc_hd__buf_1          3
sky130_fd_sc_hd__o21ai_1       33
sky130_fd_sc_hd__a21oi_1        5
sky130_fd_sc_hd__a221o_1       63
sky130_fd_sc_hd__a31oi_1       33
sky130_fd_sc_hd__o22ai_1       32
sky130_fd_sc_hd__o2111ai_1     33
sky130_fd_sc_hd__o21ai_0        3
sky130_fd_sc_hd__clkbuf_1      13
sky130_fd_sc_hd__buf_4          5
sky130_fd_sc_hd__nand2b_1      33
sky130_fd_sc_hd__buf_6          4
sky130_fd_sc_hd__inv_1          4
sky130_fd_sc_hd__buf_2         19
logic make-up (layout without fill, tap and decap cells):
logic type             count (synthesis)  after routing  synth area share, %
buffers and inverters                 48            318                 12.4
AND-OR/OR-AND                        202            202                 75.2
AND/OR/NAND/NOR                       41             41                 12.4
area by class of cell:
class,instances,area [um^2],area share (%)
Tap cell,172,215,4.20
Multi-Input combinational cell,243,1800,35.1
Inverter,4,15.0,0.293
Timing Repair Buffer,314,3100,60.5
metrics by stage:
stage | std cells | power, W | instance area [um^2] | hold WS (ns)
floorplan | 291 | 0.000111 | 2040 | 2.60
global route | 733 | 0.000386 | 5130 | 3.48
finish | 733 | 0.000360 | 5130 | 3.45
global placement | 733 | 0.000360 | 5130 | 3.45
detailed placement | 733 | 0.000361 | 5130 | 3.45
CTS | 733 | 0.000363 | 5130 | 3.45
worst max-delay path, delay by kind of cell:
family | cells | cell delay, ns
buffers and inverters | 3 | 1.39
AND-OR/OR-AND | 3 | 0.45
AND/OR/NAND/NOR | 1 | 0.58
layer usage:
| metal | up-vias | global-route usage [%] |
|---|---|---|
| li1 | 1828 | - |
| met1 | 1774 | 23.0 |
| met2 | 232 | 32.3 |
| met3 | 18 | 4.25 |
| met4 | 2 | 2.63 |
| met5 | - | 0 |
Power is estimated from default activity; no workload was simulated.
