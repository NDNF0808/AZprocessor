==> flow/design.v <==
`timescale 1ns/1ps
module bus_master_mux(input [29:0] m0_addr, m1_addr, m2_addr, m3_addr, 
                     input m0_rw, m1_rw, m2_rw, m3_rw,                        
                      input m0_as, m1_as, m2_as, m3_as,  
                      input m0_grant, m1_grant, m2_grant, m3_grant,     
                      input [31:0]  m0_data, m1_data, m2_data, m3_data,
                      output reg [29:0] m_addr,
                      output    reg           m_rw, m_as,
                      output reg [31:0] m_data
                      );
    always @ (*)
      begin
          if (m0_grant == 1'b1)
            begin
                m_addr = m0_addr;
                m_data = m0_data;
                m_as = m0_as;
                m_rw = m0_rw;
            end
          else if (m1_grant == 1'b1) 
            begin
                m_addr = m1_addr;
                m_data = m1_data;
                m_as = m1_as;
                m_rw = m1_rw;
            end
          else if (m2_grant == 1'b1)
            begin
                m_addr = m2_addr;
                m_data = m2_data;
                m_as = m2_as;
                m_rw = m2_rw;
            end
          else if (m3_grant == 1'b1)
            begin
                m_addr = m3_addr;
                m_data = m3_data;
                m_as = m3_as;
                m_rw = m3_rw;
            end
          else
            begin
                m_addr = 30'b0;
                m_data = 32'b0;
                m_as = 1'b0;
                m_rw = 1'b1;
            end  
      end  
endmodule  
==> flow/run.sh <==
#!/bin/bash
# OpenROAD 26Q1-2900-gdf79404cd8, Yosys 0.63+post, stock flow scripts
make -C /OpenROAD-flow-scripts/flow DESIGN_CONFIG=/design/flow/config.mk WORK_HOME=/design/flow/orfs finish
==> flow/config.mk <==
export PLATFORM = sky130hd
export DESIGN_NAME = bus_master_mux
export DESIGN_NICKNAME = bus_master_mux
export VERILOG_FILES = /design/flow/design.v
export SDC_FILE = /design/flow/constraint.sdc
export NUM_CORES = 4
export LEC_CHECK = 1
export CORE_AREA = 10 10 160 160
export DIE_AREA = 0 0 170 170
==> flow/constraint.sdc <==
current_design bus_master_mux

set clk_period 1.0
set clk_io_pct 0.2

create_clock -name clk0 -period $clk_period

set non_clock_inputs [all_inputs -no_clocks]
set_input_delay [expr $clk_period * $clk_io_pct] -clock clk0 $non_clock_inputs
set_output_delay [expr $clk_period * $clk_io_pct] -clock clk0 [all_outputs]
==> flow_metrics.tcl <==
# flow metrics
set metrics [dict create \
    cell_internal_pwr_mw 2.25 \
    hold_slack_ns 0.862 \
    drtIter0Drc 155 \
    die_y_um 170 \
    arrival_ns 1.27 \
    ant_nets 0 \
    grt_use_total 0.139 \
    status "complete, but fails checks" \
    ir_drop_v 0.000221 \
    path_class "in -> out" \
    core_um2 22000 \
    synth_area_um2 1570 \
    worst_slew_pin_slew_ns 0.212 \
    fp.dieW_um 170 \
    gp_congestion 0.847 \
    io_pins 324 \
    violations "setup timing" \
    required_ns 0.80 \
    power_switching_mw 1.20 \
    first_pass_iters 4 \
    ys_chip_area_um2 1570 \
    rsz0062_at_grt "true" \
    pre_cts_slack_ns -1.19 \
    grt_pass1_wl_um 29900 \
    combPwrFrac 1.000 \
    clock.fmax_mhz 681 \
    ys_types 23 \
    ff_count 0 \
    warnings 35 \
    synth.largest_area_cell "a22oi_1" \
    cp-start-kind "input pin" \
    viasPerCell 4.27 \
    ys_seq_frac 0 \
    power.share.switching 0.347 \
    postLayoutCellArea_um2 7440 \
    register_area_um2 0 \
    report.final.setup_viol 64 \
    clkbuf_count 0 \
    yosys_warnings 1 \
    fin_crit_sh 1.47 \
    syn_inst 235 \
    drive_above_1_share 0.543 \
    period_needed_ns 1.47 \
    power_frac_clock 0 \
    end_kind "output pin" \
    fp_util 0.0715 \
    io_buffers 324 \
    fin_ws_ns -0.468 \
    grt_pass1_vias 4467 \
    cp_max_fo 5 \
    fin_cells 942 \
    area_leaders "a22oi_1 29%, o22ai_1 22%, a21oi_1 16%" \
    slew_viol_final 0 \
    total_leakage_power_nw 2.78 \
    seqPwrFrac 0 \
    synth_top_area_share 0.292 \
    syn_area_per_cell_um2 6.68 \
    place_hpwl_um 13000 \
    dpl-instance-area_um2 5360 \
    grt_overflow 0 \
    hold_path.class "in -> out" \
    grt_max_degree 24 \
    die_area_um2 28900 \
    wl_per_cell_um 23.1 \
    final_hold_viol_count 0 \
    ys_cells 235 \
    area_growth_syn_to_layout_pct 374 \
    wirelength_um 21800 \
    antenna_found_initial 2 \
    vias 4021 \
    maxCapViolCount 0 \
    pwr_density_cell_nw_per_um2 464 \
    slew_headroom 0.857 \
    route.detailed.drc 0 \
    dp_cells 842 \
    fp-row-count 54 \
]
-- final cells by class --
cell class / count / area (um^2)
multi-input cells: 200 / 2180
repair buffers: 459 / 4900
diodes: 1 / 2.50
well taps: 280 / 350
fillers: 2176 / 14500
inverters: 2 / 15.0
-- worst paths after layout --
path                 start    endpoint  slack [ns]  cells after the start
setup / recovery  m3_grant  m_addr[14]       -0.47                      9
hold / removal    m3_grant  m_addr[28]        0.86                      5
-- repair_timing --
item / CTS / global route
hold endpoints to repair: 0 / 0
gates resized: 422 / 54
hold buffers: 0 / 0
pin swaps: 103 / 39
endpoints found under the setup margin: 64 / 64
setup buffers: 76 / 12
gates cloned: 22 / 0
-- metal layers --
layer / up-vias / GRT usage / wire [um]
li1: 1869 / - / -
met1: 1909 / 0.177 / 9250
met2: 226 / 0.234 / 10200
met3: 17 / 0.0402 / 2000
met4: 0 / 0.0183 / 305
met5: - / 0 / 0
-- worst max-delay path, cell delays in order --
cell and delay, ns:
buf_8 0.10, nor2b_4 0.13, buf_12 0.14, buf_12 0.14
buf_8 0.12, buf_12 0.12, a22oi_2 0.13, a21oi_2 0.07
buf_2 0.11
-- synth_stat cells, drive strengths merged --
master,n
nand2b,1
nand2,2
o22ai,62
nand3,2
nor2b,2
clkbuf,4
a21o,1
o21ai,4
nor2,1
a21oi,61
buf,29
or3b,1
a22oi,61
inv,2
a31oi,2
-- power by group through the flow --
stage      clock [mW]  combinational, mW  sequential [mW]
4_1_cts             0               3.39                0
6_report  0.000000134               3.46                0
5_1_grt             0               3.65                0
-- cell usage in the layout (no fill, tap or decap), drive strengths merged --
cell type	synthesis	routed
or3b	1	1
nor2	1	1
clkdlybuf4s50	0	255
a31oi	2	2
a22oi	61	61
o22ai	62	62
dlygate4sd2	0	1
a21oi	61	61
nand3	2	2
nand2b	1	1
inv	2	2
a21o	1	1
diode	0	1
nor2b	2	2
o21ai	4	4
nand2	2	2
buf	29	203
-- logic make-up (layout without fill, tap and decap cells) --
group / after synthesis / count (layout) / synth area share
simple gates: 9 / 9 / 0.0327
buf+inv: 35 / 461 / 0.153
compound gates: 191 / 191 / 0.814
other cells: 0 / 1 / 0
-- metrics by stage --
stage                     TNS [ns]  total power [mW]  utilization
after floorplan             -0.309             0.583            -
after global placement      -72.08              2.42        0.244
after detailed placement    -71.86              2.42        0.244
after CTS                   -25.10              3.39        0.333
after global routing        -26.93              3.65        0.339
final                       -23.70              3.46        0.339
Power figures rest on the tool's default switching activity, not on a simulated workload.
